<file path="config.mk">
export PLATFORM = sky130hd
export DESIGN_NAME = des
export DESIGN_NICKNAME = des
export VERILOG_FILES = /design/flow/design.v
export SDC_FILE = /design/flow/constraint.sdc
export NUM_CORES = 4
export LEC_CHECK = 1
export CORE_AREA = 10 10 92 92
export DIE_AREA = 0 0 102 102
</file>
<file path="constraint.sdc">
current_design des

set clk_period 1.7
set clk_io_pct 0.2

create_clock -name clk0 -period $clk_period [get_ports {sys_clk}]

set non_clock_inputs [all_inputs -no_clocks]
set_input_delay [expr $clk_period * $clk_io_pct] -clock clk0 $non_clock_inputs
set_output_delay [expr $clk_period * $clk_io_pct] -clock clk0 [all_outputs]
</file>
<file path="design.v">
module des(
    input sys_clk,
    input p_clk,
    input q_clk,
    output PeqQ,
    output PleQ,
    output PgrQ
);
reg p_sync, q_sync;
reg p_sync2, q_sync2;
reg p_sync3, q_sync3;
reg p_rise, q_rise;
always @(posedge sys_clk) begin
  p_sync  <= p_clk;
  p_sync2 <= p_sync;
  p_sync3 <= p_sync2;
  p_rise  <= ~p_sync3 & p_sync2;
  q_sync  <= q_clk;
  q_sync2 <= q_sync;
  q_sync3 <= q_sync2;
  q_rise  <= ~q_sync3 & q_sync2;
end
reg [7:0] period_p = 0;
reg [7:0] period_q = 0;
always @(posedge sys_clk) begin
  if (p_rise)
    period_p <= 0;
  else
    period_p <= period_p + 1;
  if (q_rise)
    period_q <= 0;
  else
    period_q <= period_q + 1;
end
assign PeqQ = (period_p == period_q);
assign PgrQ = (period_p >  period_q);
assign PleQ = (period_p <  period_q);
endmodule
</file>
<file path="run.sh">
#!/bin/bash
# OpenROAD 26Q1-2900-gdf79404cd8, Yosys 0.63+post, stock flow scripts
make -C /OpenROAD-flow-scripts/flow DESIGN_CONFIG=/design/flow/config.mk WORK_HOME=/design/flow/orfs finish
</file>
==> results_slide.txt <==
Run Summary

Status
  • Status: complete, but fails checks
  • Failing checks: negative setup slack

Clocking
  • Reg clk slew, reported paths: 0.08 ns
  • Worst-skew pair later-pin latency: 0.26 ns
  • Depth of the CTS H-tree: 1
  • Clk buf depth: 2
  • CTS tree: yes
  • Root Buffer Master: clkbuf_8
  • CTS Hold Bufs: 0
  • Clock sinks: 24
  • CTS buffer count: 3

STA
  • Slew HR: 0.7980
  • Minimum clock period: 1.925 ns
  • Worst setup margin: -0.2252 ns
  • Clock Skews: 0.003194 ns
  • Fin Setup TNS: -0.3830 ns
  • Final critical-path share of the clock period: 1.132
  • Final setup viols: 2
  • Tightest Pin Transition: 0.3026 ns
  • Fin. Hold Viols: 0
  • RSZ-0062 raised after global routing: yes
  • Max Transition Viols Final: 0
  • Fmax: 519.4 MHz
  • WHS: 0.3356 ns

Global route
  • Total track usage: 0.03218
  • Largest net degree at the start of global routing: 14
  • Initial antenna violation count: 0
  • Number of global-route vias before repair: 695
  • Gr ovfl total: 0
  • First-pass GRT wire length: 2849 µm

Synth
  • Synth area leader: dfxtp_1
  • Compound Share, Synth: 0.04266
  • Syn Area/Cell: 9.873 µm²
  • Number of synthesis warnings: 1
  • Synth Area in Adders: 0.1255
  • Xor+xnor area frac: 0.1054
  • Dominant flop cell: dfxtp_1
  • Synth mux share: 0
  • Cell variety after synth: 21
  • Top logic family: simple AND/OR/NAND/NOR gates
  • Ys cells: 101
  • Post-synth regs: 24
  • Synth area leaders: dfxtp_1 48%, ha_1 13%, xnor2_1 7.0%
  • Yosys chip area: 997.2 µm²
  • Yosys top cell by instances: dfxtp_1
  • Cells after Synth: 101
  • Yosys simple share: 0.2045
  • FFs w/ async S/R, synth: 0
  • Synth Seq Share: 0.4818
  • Area leader share: 0.4818
  • Number of enable flip-flop cells: 0
  • Commonest cells in the netlist: 24 x dfxtp_1, 16 x nor2_1, 10 x ha_1
  • Post-Syn Area: 997.2 µm²

Detailed routing
  • Via Count: 695
  • Routed len/inst: 7.871 µm
  • Drt via density: 3.441
  • Number of antenna diodes: 0
  • Post-route DRC: 0
  • ANT nets after route: 0
  • Pre-antenna DRT Iters: 2
  • Routed wire length: 1590 µm
  • Iter 0 DRT Violations: 19

Place
  • Dpl ws: -0.2973 ns
  • PortBufs: 5
  • Placer Congestion: 0.7538
  • DP HPWL: 1193 µm

Setup path
  • Worst Setup Path Type: flop to primary output
  • Crit Path Max Fanout: 2
  • Arrival time worst endpoint: 1.59 ns
  • CP cell instances: inv_2 > ha_4 > nor2b_4 > o211ai_1 > a21oi_4 > o21ba_1 > buf_2
  • Slowest-stage cell, CP: dfxtp_2
  • Crit path required time: 1.36 ns
  • Startpoint Class: flop
  • CP endpoint kind: primary output
  • Max incr delay on CP: 0.34 ns

Finish
  • Area grow syn2layout: 38.65%
  • Fillers: 698
  • Comb area: 548.0 µm²
  • Fin util: 0.2141
  • Flop area: 488.0 µm²
  • Layout cells sized above 1: 0.3520

Power and ir drop
  • Peak supply drop: 0.9518 mV
  • Total chip power: 1.818 mW
  • Power density cells: 1315 mW/mm²
  • Pleak: 0.5959 nW

Run
  • Log Warnings: 27
  • Maxcap violations: 0

Floorplan
  • Core area: 0.006459 mm²
  • Height of the die: 102 µm
  • Chip width: 102 µm
  • I/O Pins: 6
  • Row cnt: 29
  • Initial Util: 0.1544
  • DIE AREA: 0.01040 mm²

Min path
  • Min-delay worst type: flop to flop
-- worst paths after layout --
kind	startpoint	endpoint	slack, ns	cells past startpoint
hold reg to reg	p_sync	p_sync2	0.34	0
setup / recovery	period_q[1]	PgrQ	-0.23	7
hold / removal	p_sync	p_sync2	0.34	0
setup reg to reg	period_p[1]	period_p[6]	0.42	6
-- placed cells by master, fill, tap and decap left out, types with 5 or more instances in the layout --
master / netlist / layout
dfxtp_1: 24 / 18
nor2_1: 16 / 15
ha_1: 10 / 6
nand3_1: 5 / 5
xnor2_1: 8 / 8
dfxtp_2: 0 / 6
buf_4: 0 / 17
-- logic make-up after synthesis --
| kind of cell | after synthesis |
|---|---|
| AND-OR/OR-AND | 7 |
| buffers and inverters | 10 |
| adder cells (fa/ha/maj) | 10 |
| XOR/XNOR | 12 |
| flip-flops | 24 |
| AND/OR/NAND/NOR | 38 |
-- stage by stage --
step / cell area [µm²] / cells
2_1_floorplan: 997.2 / 101
3_3_place_gp: 1256 / 197
3_5_place_dp: 1256 / 197
4_1_cts: 1356 / 202
5_1_grt: 1383 / 202
6_report: 1383 / 202
-- flip-flops by register name, indices dropped and copies added, names as in the netlist --
name / flops
q_rise: 1
period_p: 8
p_sync: 1
q_sync3: 1
p_rise: 1
p_sync2: 1
period_q: 8
q_sync2: 1
p_sync3: 1
q_sync: 1
-- power by group --
| group | switching, mW | total [mW] | internal [mW] |
|---|---|---|---|
| sequential | 0.0677 | 0.724 | 0.656 |
| clock | 0.160 | 0.366 | 0.206 |
| combinational | 0.296 | 0.728 | 0.432 |
-- area by class of cell --
class                      instances  area share
sequential                        24      0.3529
clock buffer                       4     0.03982
multi-input combinational         67      0.3964
timing repair buffer              22      0.1176
inverter                           8     0.02353
tap                               77     0.06968
-- timing repair --
| action | CTS | global route |
|---|---|---|
| pin swaps | 7 | 6 |
| resized | 19 | 8 |
| setup endpoints to repair | 3 | 3 |
| buffers inserted | 1 | 0 |
-- per-layer routing --
metal  wire [µm]  global-route usage  vias to the layer above
met5           0                   0                        -
met4          17            0.006508                        0
met3          32            0.006817                        2
met2         644             0.04790                        6
met1         895             0.04708                      306
li1            -                   -                      381
-- critical path: cells and delay by family (launching register included) --
family	cells	cell delay (ns)
simple gates	1	0.12
flops	1	0.34
buf+inv	2	0.14
fa+ha+maj	1	0.21
compound gates	3	0.52
Power is estimated from default activity; no workload was simulated.
