## ./run.sh

```bash
#!/bin/bash
# OpenROAD 26Q1-2900-gdf79404cd8, Yosys 0.63+post, stock flow scripts
make -C /OpenROAD-flow-scripts/flow DESIGN_CONFIG=/design/flow/config.mk WORK_HOME=/design/flow/orfs finish
```

## ./constraint.sdc

```tcl
current_design counter

set clk_period 2.1
set clk_io_pct 0.2

create_clock -name clk0 -period $clk_period [get_ports {clk}]

set non_clock_inputs [all_inputs -no_clocks]
set_input_delay [expr $clk_period * $clk_io_pct] -clock clk0 $non_clock_inputs
set_output_delay [expr $clk_period * $clk_io_pct] -clock clk0 [all_outputs]
```

## ./config.mk

```make
export PLATFORM = sky130hd
export DESIGN_NAME = counter
export DESIGN_NICKNAME = counter
export VERILOG_FILES = /design/flow/design.v
export SDC_FILE = /design/flow/constraint.sdc
export NUM_CORES = 4
export LEC_CHECK = 1
export CORE_AREA = 10 10 70 70
export DIE_AREA = 0 0 80 80
```

## ./design.v

```verilog
module counter(
    input clk,
    input reset,
    output reg [7:0] out
);
reg [3:0] units, twos;
always @(posedge clk) begin
  if(reset) begin
    units <= 0;
    twos <= 0;
  end
  else begin
    if(units == 9) begin
      units <= 0;
      twos <= twos + 1;
    end
    else begin
      units <= units + 1;
    end
    if(twos == 9) twos <= 0;
  end
  out <= {twos,units};
 $strobe("number %b", out);
end
endmodule
```

==> report_table.html <==
<h2>Synthesis and place &amp; route</h2>
<table>
<tr><th>Metric</th><th>Value</th></tr>
<tr><th colspan="2">Routing</th></tr>
<tr><td>Antenna-violating nets left</td><td>0</td></tr>
<tr><td>WL/cell</td><td>8.019 um</td></tr>
<tr><td>Diode count</td><td>0</td></tr>
<tr><td>Remaining routing DRC violations</td><td>0</td></tr>
<tr><td>Final Routed Wirelength</td><td>834 um</td></tr>
<tr><td>Number of vias per cell</td><td>3.404</td></tr>
<tr><td>Detailed router's first-iteration violation count</td><td>28</td></tr>
<tr><td>Overall via count from detail_route</td><td>354</td></tr>
<tr><td>Drt first pass iters</td><td>4</td></tr>
<tr><th colspan="2">Clock network</th></tr>
<tr><td>Number of sinks on the clock net</td><td>16</td></tr>
<tr><td>CTS root buf</td><td>sky130_fd_sc_hd__clkbuf_4</td></tr>
<tr><td>Post-CTS setup buffers</td><td>0</td></tr>
<tr><td>Clk latency late pin</td><td>0.28 ns</td></tr>
<tr><td>Post-cts hold buffer count</td><td>0</td></tr>
<tr><td># H-tree levels</td><td>1</td></tr>
<tr><td>Cts bufs inserted</td><td>3</td></tr>
<tr><td>Maximum count of clock buffers along a single path</td><td>2</td></tr>
<tr><td>Number of instances resized during post-cts repair</td><td>0</td></tr>
<tr><td>TritonCTS clock tree</td><td>built</td></tr>
<tr><td>Reg clk slew, reported paths</td><td>0.09 ns</td></tr>
<tr><th colspan="2">STA</th></tr>
<tr><td>Worst slew margin relative to its limit</td><td>78.47%</td></tr>
<tr><td>Worst Setup Slack, final</td><td>0.5722 ns</td></tr>
<tr><td>Post-route clock period utilization</td><td>72.75%</td></tr>
<tr><td>Worst slew pin tran</td><td>0.3229 ns</td></tr>
<tr><td>Final setup TNS</td><td>0 ns</td></tr>
<tr><td>Count of final setup violators</td><td>0</td></tr>
<tr><td>Final hold viol count</td><td>0</td></tr>
<tr><td>Max Freq</td><td>654.5 MHz</td></tr>
<tr><td>Final critical delay including setup and external delays</td><td>1.528 ns</td></tr>
<tr><td>Setup skew after layout</td><td>0.006534 ns</td></tr>
<tr><td>Max Transition Viols Final</td><td>0</td></tr>
<tr><td>RSZ-0062 raised after global routing</td><td>no</td></tr>
<tr><th colspan="2">Critical path</th></tr>
<tr><td>Crit path capture type</td><td>flop</td></tr>
<tr><td>CP Max Fanout</td><td>7</td></tr>
<tr><td>Arrival time at the worst endpoint</td><td>1.70 ns</td></tr>
<tr><td>Nature of the critical path startpoint</td><td>flop</td></tr>
<tr><td>Required time at the worst-slack endpoint</td><td>2.27 ns</td></tr>
<tr><td>Worst setup path category</td><td>reg -&gt; reg</td></tr>
<tr><th colspan="2">Floorplan</th></tr>
<tr><td>Die footprint</td><td>6400 sq um</td></tr>
<tr><td>Count of pins on the block boundary</td><td>10</td></tr>
<tr><td>Overall die height</td><td>80 um</td></tr>
<tr><td>Core outline area</td><td>3416 sq um</td></tr>
<tr><td>Placement row count</td><td>21</td></tr>
<tr><td>DIE WIDTH</td><td>80 um</td></tr>
<tr><td>Core utilization before placement</td><td>16.41%</td></tr>
<tr><th colspan="2">Finish</th></tr>
<tr><td>Layout Cells excl Fill</td><td>104</td></tr>
<tr><td>Fraction of layout instances using a drive strength above 1</td><td>10.34%</td></tr>
<tr><td>Utilization of the core after routing</td><td>21.47%</td></tr>
<tr><td>Relative area change from synthesis to final layout</td><td>30.80%</td></tr>
<tr><th colspan="2">Place</th></tr>
<tr><td>Number of placed instances with taps included</td><td>100</td></tr>
<tr><td>Final weighted congestion in routability-driven placement</td><td>0.7370</td></tr>
<tr><td>Number of buffers inserted by port buffering</td><td>9</td></tr>
<tr><td>Post-Place Worst Slack</td><td>0.5722 ns</td></tr>
<tr><th colspan="2">GRT</th></tr>
<tr><td>Via count of the first global-routing pass</td><td>296</td></tr>
<tr><td>Largest net degree at the start of global routing</td><td>10</td></tr>
<tr><td>Total global-route track usage</td><td>2.802%</td></tr>
<tr><td>Initial antenna violation count</td><td>0</td></tr>
<tr><td>Wire length of the first global-routing pass</td><td>1393 um</td></tr>
<tr><td>Overflow left after global routing</td><td>0</td></tr>
<tr><th colspan="2">Synthesis</th></tr>
<tr><td>Seq/Total Area, Yosys</td><td>57.14%</td></tr>
<tr><td>Most area-hungry cell type in the Yosys netlist</td><td>sky130_fd_sc_hd__dfxtp_1</td></tr>
<tr><td>Cell count after synthesis</td><td>46</td></tr>
<tr><td>Post-synthesis average cell area</td><td>12.19 sq um</td></tr>
<tr><td>Number of enable-type register cells in the synthesized netlist</td><td>0</td></tr>
<tr><td>Cell with the most instances after synthesis</td><td>sky130_fd_sc_hd__dfxtp_1</td></tr>
<tr><td>Area reported by Yosys stat</td><td>560.5 sq um</td></tr>
<tr><td>Flops &amp; latches, synth</td><td>16</td></tr>
<tr><td>Leading cell types by total area after synthesis</td><td>sky130_fd_sc_hd__dfxtp_1 (57%), sky130_fd_sc_hd__ha_1 (8.9%), sky130_fd_sc_hd__nand4_4 (3.8%), sky130_fd_sc_hd__nand4b_1 (3.1%), sky130_fd_sc_hd__xnor2_1 (3.1%)</td></tr>
<tr><td>Cell count in the Yosys report</td><td>46</td></tr>
<tr><td>Number of unique standard cell types used by synthesis</td><td>20</td></tr>
<tr><td>Area leader share</td><td>57.14%</td></tr>
<tr><td>Yosys warning tally</td><td>2</td></tr>
<tr><td>Leading register cell type out of synthesis</td><td>sky130_fd_sc_hd__dfxtp_1</td></tr>
<tr><td>Async set or reset register ratio after synthesis</td><td>0%</td></tr>
<tr><td>Top cell types by occurrence after synthesis</td><td>sky130_fd_sc_hd__dfxtp_1 (16), sky130_fd_sc_hd__ha_1 (4), sky130_fd_sc_hd__nor2_1 (4)</td></tr>
<tr><td>Mapped Area</td><td>560.5 sq um</td></tr>
<tr><th colspan="2">Outcome</th></tr>
<tr><td>Run status</td><td>finished, final reports clean</td></tr>
<tr><th colspan="2">Hold path</th></tr>
<tr><td>Kind of path behind the tightest hold check</td><td>reg -&gt; reg</td></tr>
<tr><th colspan="2">Run</th></tr>
<tr><td>Number of warnings the tools reported</td><td>27</td></tr>
<tr><td>Tally of max-capacitance violations</td><td>0</td></tr>
<tr><th colspan="2">Pwr</th></tr>
<tr><td>Leakage</td><td>0.2868 nW</td></tr>
<tr><td>IR drop worst, VDD</td><td>0.1968 mV</td></tr>
<tr><td>Ratio of total power to cell area</td><td>739.6 nW/um^2</td></tr>
</table>
[cell usage in the layout, fill, tap and decap left out]
cell	n
sky130_fd_sc_hd__a21o_1	1
sky130_fd_sc_hd__clkdlybuf4s50_1	9
sky130_fd_sc_hd__clkbuf_8	1
sky130_fd_sc_hd__nand4_4	1
sky130_fd_sc_hd__nor2_1	4
sky130_fd_sc_hd__nand3_1	1
sky130_fd_sc_hd__nand2_1	1
sky130_fd_sc_hd__nor3b_1	1
sky130_fd_sc_hd__and3b_1	1
sky130_fd_sc_hd__nor2b_1	1
sky130_fd_sc_hd__a31oi_1	1
sky130_fd_sc_hd__clkbuf_4	3
sky130_fd_sc_hd__nand4b_1	2
sky130_fd_sc_hd__mux2_4	1
sky130_fd_sc_hd__xnor2_1	2
sky130_fd_sc_hd__nor3_1	3
sky130_fd_sc_hd__inv_1	2
sky130_fd_sc_hd__xor2_1	1
sky130_fd_sc_hd__or3b_1	1
sky130_fd_sc_hd__a211oi_1	1
sky130_fd_sc_hd__dfxtp_1	16
sky130_fd_sc_hd__ha_1	4
[through the flow]
step | hold WS [ns] | cell area [sq um] | power, W
floorplan | 0.3600 | 560.5 | 0.0003383
finish | 0.3846 | 733.2 | 0.0005423
global placement | 0.3716 | 696.9 | 0.0003551
detailed placement | 0.3738 | 696.9 | 0.0003566
CTS | 0.3858 | 733.2 | 0.0005524
global route | 0.4102 | 733.2 | 0.0005778
[layer usage]
layer / routed length, um / part of all wire (%) / up-vias / track usage, %
met5: 0 / 0 / - / 0
met4: 6 / 0.72 / 0 / 0.3521
met3: 169 / 20 / 2 / 3.068
met2: 273 / 33 / 14 / 3.050
met1: 384 / 46 / 152 / 3.610
li1: - / - / 186 / -
[power by group]
| group | internal, W | switching, W | leakage [nW] |
|---|---|---|---|
| clock | 0.000105 | 0.0000884 | 0.0210 |
| sequential | 0.000314 | 0.00000833 | 0.130 |
| combinational | 0.0000173 | 0.00000906 | 0.136 |
[area by class of cell]
cell class | count | area, sq um
clock buffers | 4 | 36.28
fillers | 382 | 2683
inverters | 2 | 7.507
multi-input cells | 27 | 221.5
flip-flops and latches | 16 | 320.3
well taps | 46 | 57.56
repair buffers | 9 | 90.09
[sequential cells by signal, summed over array words and instances, names as in the netlist]
register / cells
units: 4
out: 8
twos: 4
[logic make-up after synthesis]
group | after synthesis | synth area share (%)
AOI/OAI and AO/OA | 3 | 3.796
xor gates and xnor gates | 3 | 4.688
adders and majority gates | 4 | 8.929
buffers and inverters | 3 | 3.349
DFF | 16 | 57.14
muxes | 1 | 2.678
and+or+nand+nor | 16 | 19.42
[worst max-delay path: stages (launching register included)]
cell and delay (ns):
sky130_fd_sc_hd__dfxtp_1 0.41, sky130_fd_sc_hd__ha_1 0.21, sky130_fd_sc_hd__and3b_1 0.37, sky130_fd_sc_hd__nand4_4 0.13, sky130_fd_sc_hd__mux2_4 0.30
[worst paths after layout]
| path | from | end | slack (ns) | cells after the start |
|---|---|---|---|---|
| min reg2reg | twos[3] | out[7] | 0.38 | 0 |
| max | units[0] | twos[3] | 0.57 | 4 |
| min | twos[3] | out[7] | 0.38 | 0 |
| max reg2reg | units[0] | twos[3] | 0.57 | 4 |
Power and IR drop assume default switching activity.
