<file path="design.v">
module pattern(
  input wire clk, reset, in,
  output reg detected);
  localparam S0 = 3'b000, S1 = 3'b001, S2 = 3'b010, S3 = 3'b011, S4 = 3'b100;
  reg[2:0] state, state_next;
  always @(posedge clk) begin
    if(reset)
      state <= S0;
    else
      state <= state_next;
  end
  always @(*) begin
    case(state)
      S0: state_next = in ? S1:S0;
      S1: state_next = in ? S2:S0;
      S2: state_next = in ? S2:S3;
      S3: state_next = in ? S4:S0;
      S4: state_next = in ? S2:S0;
      default: state_next = 0;
    endcase
    detected = (state ==S4 && in ==0) ? 1'b1:1'b0;
  end
endmodule
</file>
<file path="run.sh">
#!/bin/bash
# OpenROAD 26Q1-2900-gdf79404cd8, Yosys 0.63+post, stock flow scripts
make -C /OpenROAD-flow-scripts/flow DESIGN_CONFIG=/design/flow/config.mk WORK_HOME=/design/flow/orfs finish
</file>
<file path="config.mk">
export PLATFORM = sky130hd
export DESIGN_NAME = pattern
export DESIGN_NICKNAME = pattern
export VERILOG_FILES = /design/flow/design.v
export SDC_FILE = /design/flow/constraint.sdc
export NUM_CORES = 4
export LEC_CHECK = 1
export CORE_AREA = 10 10 70 70
export DIE_AREA = 0 0 80 80
</file>
<file path="constraint.sdc">
current_design pattern

set clk_period 1.4
set clk_io_pct 0.2

create_clock -name clk0 -period $clk_period [get_ports {clk}]

set non_clock_inputs [all_inputs -no_clocks]
set_input_delay [expr $clk_period * $clk_io_pct] -clock clk0 $non_clock_inputs
set_output_delay [expr $clk_period * $clk_io_pct] -clock clk0 [all_outputs]
</file>
==> results.py <==
# Synthesis and PnR figures
metrics = {
    "global_routing": {
        "grt_usage": 0.01415,
        "grt_pass1_wl_um": 738,
        "grt-ovfl-total": 0,
        "grt_max_degree": 6,
        "antenna_found_initial": 0,
        "grt_pass1_vias": 170,
    },
    "setup_path": {
        "worst_setup_path_start_kind": "flip-flop",
        "setup.worst_path.class": "flip-flop to output pin",
        "end_kind": "output pin",
        "cp-startpoint": "state[1]",
        "worstPathRequired_ps": 1120,
        "regToRegStartpoint": "state[1]",
        "cp.arrival_ps": 900,
        "worstPathMaxFanout": 2,
    },
    "power_and_ir_drop": {
        "cellLeakagePower_nw": 0.1085,
        "p_clk_frac": 0.491,
        "swShare": 0.1993,
        "ir_drop_uv": 567.1,
        "powerDensity_mw_per_mm2": 1137,
        "switching_power_mw": 0.06633,
        "combPwrFrac": 0.055,
        "p_int_mw": 0.2665,
        "p_seq_frac": 0.454,
    },
    "drt": {
        "wire_per_inst_um": 5.353,
        "antenna_cells": 0,
        "viasPerCell": 1.882,
        "drt-pass1-iter-count": 3,
        "initialDrtViolationCount": 2,
        "vias": 128,
        "drc": 0,
        "postRouteAntennaNets": 0,
        "wirelength_um": 364,
    },
    "sta": {
        "hold_ws_ps": 473.7,
        "rsz0062_at_grt": "no",
        "worstMarginPinSlew_ps": 232.8,
        "finalClockSkew_ps": 2.292,
        "setup_slack_ps": 215.9,
        "max_slew_margin": 0.8434,
        "drv_slew": 0,
        "timing_hold_violations_final": 0,
        "period_used_share": 0.8458,
        "setup_viol": 0,
        "layout_min_cycle_time_ps": 1184,
        "timing.fmax_mhz": 844.5,
    },
    "finish": {
        "regMostFlops": "state",
        "area_growth_pct": 85.71,
        "top_regs": "state x5",
        "largest_reg_flops": 5,
        "postLayoutCoreUtil": 0.08571,
        "layout-drive-gt1-share": 0.3182,
    },
    "logic_synthesis": {
        "ys_top_cells_by_count": "dfxtp_1 (5), and3b_1 (2), nor3b_1 (2)",
        "syn_area_um2": 157.7,
        "ys.flops": 5,
        "top_area_frac": 0.6349,
        "yosys_cells": 13,
        "ys_area_um2": 157.7,
        "most_common_cell": "dfxtp_1",
        "ys_seq_frac": 0.6349,
        "async_reset_ff_frac": 0,
        "yosysUniqueCellTypes": 7,
        "edf_count": 0,
        "synth_area_per_cell_um2": 12.13,
        "largest_area_cell": "dfxtp_1",
        "yosysWarnings": 1,
        "netlist_instances": 13,
        "synth_top_flop_cell": "dfxtp_1",
        "top_cells_by_area": "dfxtp_1 (63%), and3b_1 (11%), nor3b_1 (9.5%)",
    },
    "die": {
        "ios": 4,
        "chipWidth_um": 80,
        "core_mm2": 0.003416,
        "die_area_mm2": 0.006400,
        "rows": 21,
        "fp_util": 0.04615,
        "dieHeight_um": 80,
    },
    "clock_tree": {
        "cts_tree": "built",
        "clockBufferDepth": 2,
        "numCtsBuffers": 3,
        "clock_latency_ps": 240,
        "root_buffer": "clkbuf_4",
        "path_clk_slew_ps": 40,
        "htree_num_levels": 1,
        "clock_sinks": 5,
        "hold_buffers": 0,
    },
    "outcome": {
        "status": "completed",
    },
    "place": {
        "gp_congestion": 0.6409,
        "pre_cts_slack_ps": -302.1,
        "io_buffers": 3,
    },
    "run": {
        "cap_violations": 0,
        "openroad.warnings": 25,
    },
    "min_path": {
        "worstHoldStart": "state[2]",
        "holdCritPathClass": "flip-flop to flip-flop",
    },
}
## through the flow
step | setup TNS (ps) | instance area (um2) | std cells | total power, mW
final | 0 | 292.8 | 68 | 0.3328
after detailed placement | -302.1 | 252.7 | 63 | 0.1717
after CTS | 0 | 292.8 | 68 | 0.3388
after global placement | -288.6 | 252.7 | 63 | 0.1697
after global routing | 0 | 292.8 | 68 | 0.3497
after floorplan | 0 | 157.7 | 13 | 0.1587
## path summary, 6_finish.rpt
kind	slack [ps]	endpoint	depth (start not counted)
max	220	detected	2
min	470	state[4]	1
max reg2reg	480	state[0]	3
min reg2reg	470	state[4]	1
## layout by cell type (no fill, tap or decap)
cell             synthesis  routed
dfxtp_1                  5       4
clkbuf_4                 0       3
nor3b_1                  2       2
and3b_1                  2       2
dlygate4sd2_1            0       2
buf_4                    0       2
nor3_1                   1       1
nor4_1                   1       1
o21bai_1                 1       1
nor2b_4                  0       1
clkbuf_1                 0       1
clkdlybuf4s50_1          0       1
dfxtp_2                  0       1
## layout make-up
class | instances | area, um2
flip-flops and latches | 5 | 101.3
fillers | 405 | 3123
repair buffers | 5 | 42.54
multi-input cells | 8 | 65.06
clock buffers | 4 | 26.28
well taps | 46 | 57.56
## worst max-delay path: stages, from the launching register on
cell	delay (ps)
dfxtp_2	310
nor2b_4	110
dlygate4sd2_1	240
## cells by family after synthesis
logic type,Yosys count,share of synthesized area
AND-OR/OR-AND,1,0.04764
flip-flops,5,0.6349
AND/OR/NAND/NOR,7,0.3175
## power by group through the flow
stage / clock network [mW] / registers, mW / logic, mW
global route: 0.177 / 0.152 / 0.0206
CTS: 0.169 / 0.151 / 0.0186
finish: 0.163 / 0.151 / 0.0184
## per-layer routing
layer	up-vias	share of wire	wire, um	global-route usage
met5	-	0	0	0
met4	0	0	0	0.003521
met3	0	0.12	43	0.01477
met2	7	0.34	122	0.01685
met1	57	0.54	198	0.01670
li1	64	-	-	-
## repair_timing
item,4_1_cts,5_1_grt
setup buffers,1,0
endpoints found under the hold margin,0,0
resized,5,0
endpoints found under the setup margin,1,0
No activity file was given, so power comes from the tool's default toggle rates.
